## flow/run.sh

```bash
#!/bin/bash
# OpenROAD 26Q1-2900-gdf79404cd8, Yosys 0.63+post, stock flow scripts
make -C /OpenROAD-flow-scripts/flow DESIGN_CONFIG=/design/flow/config.mk WORK_HOME=/design/flow/orfs finish
```

## flow/config.mk

```make
export PLATFORM = sky130hd
export DESIGN_NAME = dff16e
export DESIGN_NICKNAME = dff16e
export VERILOG_FILES = /design/flow/design.v
export SDC_FILE = /design/flow/constraint.sdc
export NUM_CORES = 4
export LEC_CHECK = 1
export CORE_AREA = 10 10 87 87
export DIE_AREA = 0 0 97 97
```

## flow/constraint.sdc

```tcl
current_design dff16e

set clk_period 1.1
set clk_io_pct 0.2

create_clock -name clk0 -period $clk_period [get_ports {clk}]

set non_clock_inputs [all_inputs -no_clocks]
set_input_delay [expr $clk_period * $clk_io_pct] -clock clk0 $non_clock_inputs
set_output_delay [expr $clk_period * $clk_io_pct] -clock clk0 [all_outputs]
```

## flow/design.v

```verilog
module dff16e (
    input clk,
    input resetn,
    input [1:0] byteena,
    input [15:0] d,
    output reg [15:0] q
);
always @(posedge clk) begin
    if (!resetn)
        q <= 16'b0;
    else begin
        if (byteena[0])
            q[7:0] <= d[7:0];
        if (byteena[1])
            q[15:8] <= d[15:8];   
    end
end
endmodule
```

==> results.tsv <==
metric	value	unit
Syn. warnings	1	
IO buf count	35	
Net Sw Frac	19.7	%
LEAKAGE	0.508	nW
pwr dens	1200	mW/mm^2
synthesized area per cell	11.9	sq um
biggest regs	q: 16 flops	
largest net degree at the start of global routing	10	
Slowest cell on crit path	dfxtp_2	
Site Rows	27	
Crit path arrival time	0.81	ns
clock share of power	37.9	%
Flop pwr share	47.1	%
Sequential Area	340	sq um
combinational fraction of design power	15.0	%
Internal	0.00109	W
DR pass1 iterations	2	
wl on met1	761	um
CP peak stage delay	0.32	ns
diode count	0	
Rel. slew slack	91.0	%
Yosys chip area	608	sq um
gpl congestion	0.718	
NetSw	0.000266	W
register bit total from synthesis	16	
Placed Area	0.00107	sq mm
die height	97	um
outcome	completed	
Startpoint Class	flip-flop	
Starting DRT DRC Count	6	
post-synthesis sequential area ratio	52.7	%
VDD IR-drop max	704	uV
buffers and inverters on the worst path	1	
H-tree depth	1	
Clock Sinks	16	
Clock Path Buffers	2	
Least-Margin Pin Slew	0.132	ns
final setup margin	0.0713	ns
Gate Area	260	sq um
final cell count without fillers	164	
Die X	97	um
Post-CTS Hold Buffers	0	
RSZ-0062 raised after global routing	no	
DP HPWL	1.36	mm
wire length per cell	9.91	um
post-layout util	20.0	%
highest clock rate	972	MHz
worst-path maximum fanout	2	
Chip Area	0.00941	sq mm
# Cells Yosys	51	
post-layout period usage	93.5	%
synthesis-to-finish area growth	85.2	%
fp util	10.8	%
Tot Pwr	0.00135	W
highest metal used	met3	
share of layout cells above drive strength 1	27.2	%
fillers	612	
CP cell instances	dlygate4sd2_1	
Hold WC Path Type	reg -> reg	
core area	0.00564	sq mm
Cell Type Count	5	
Post-Syn Instances	51	
vias in the first global route	493	
Most flops, register	q	
Top Ports	36	
met3 routed WL	193	um
Log Warnings	25	
number of CTS-inserted buffers	3	
final hold vios	0	
met2 WL post-DR	670	um
Clock Pin Slew Worst Setup and Hold Paths	0.06	ns
clk root buf	clkbuf_8	
initial antenna violation count	0	
Synth Cell Area	608	sq um
CTS tree	built	
DP Worst Slack	-0.138	ns
CP Capture Type	output port	
DRC viols	0	
Placed Cells	160	
final instance area	0.00113	sq mm
final setup vio count	0	
DRT antenna net count	0	
final WL	1.63	mm
Clock Latency Late Sink	0.24	ns
minimum clock period	1.03	ns
worst setup path class	reg -> out	
number of flip-flops under the largest register name	16	
vias	475	
most common cell after layout, fill and taps aside	clkdlybuf4s50_1	
Maximum Capacitance Violations	0	
vias per inst	2.90	
Clock Skew	0	ns
max-slew violations	0	
first-pass GRT wire length	2.61	mm
Crit path max-delay family	flip-flops	
Top Layout Cells	19 x clkdlybuf4s50_1, 16 x mux2i_1, 16 x nor2b_1, 16 x dlygate4sd2_1, 16 x dfxtp_2	
Overflow after GRT	0	
all-layer global routing usage	3.31	%
crit path DRT	0.88	ns
cells by family after synthesis:
group         share of synthesized area [%]
simple gates                           16.5
mux                                    26.3
flops                                  52.7
buf+inv                                4.53
synth_stat cells:
cell / instances / area (sq um)
buf_2: 1 / 5.00
buf_6: 2 / 22.5
dfxtp_1: 16 / 320
mux2i_1: 16 / 160
nor2b_1: 16 / 100
power groups by stage:
stage / combinational [W] / sequential, W / clock (W)
after CTS: 0.000208 / 0.000637 / 0.000550
after global routing: 0.000226 / 0.000641 / 0.000569
final: 0.000203 / 0.000637 / 0.000512
per-layer routing:
metal | up-vias | GRT usage [%]
li1 | 249 | -
met1 | 201 | 4.23
met2 | 25 | 4.75
met3 | 0 | 2.29
met4 | 0 | 0
met5 | - | 0
final timing paths:
path	start	endpoint	slack [ns]	depth (start not counted)
worst max-delay path	q[14]$_SDFFE_PN0P_	q[14]	0.07	1
worst min-delay path	q[3]$_SDFFE_PN0P_	q[3]$_SDFFE_PN0P_	0.50	2
worst max register to register	q[8]$_SDFFE_PN0P_	q[8]$_SDFFE_PN0P_	0.49	2
worst min register to register	q[3]$_SDFFE_PN0P_	q[3]$_SDFFE_PN0P_	0.50	2
per-stage QoR:
step	hold WS (ns)	TNS, ns
6_report	0.501	0
5_1_grt	0.528	0
4_1_cts	0.512	0
3_5_place_dp	0.507	-1.90
3_3_place_gp	0.498	-1.84
2_1_floorplan	0.348	0
layout make-up:
type                    instances  area share (%)
clock buffers                   4            4.89
multi-input cells              32            23.1
flip-flops and latches         16            30.2
well taps                      72            8.00
repair buffers                 40            33.8
timing repair:
item | 4_1_cts | 5_1_grt
buffers inserted | 0 | 0
gates resized | 32 | 0
setup endpoints to repair | 16 | 0
Power and IR drop assume default switching activity.
