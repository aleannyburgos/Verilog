==> design.v <==
module traffic_light (
	input wire clk,
	input wire rst,
	output reg [1:0] Alight,
	output reg [1:0] Blight
);
	reg [1:0] state;
	reg [1:0] next_state;
	reg [3:0] counter;
	localparam maxcount = 4'd3;
	localparam S0 = 2'b00,
		   S1 = 2'b01,
		   S2 = 2'b10,
		   S3 = 2'b11;
	localparam GREEN = 2'b00,
		   YELLOW = 2'b01,
		   RED = 2'b10;
	always @(posedge clk or posedge rst) begin
		if (rst) begin
			state <= S0;
			counter <= 0;
		end 
		else begin
			if(counter == maxcount) begin	
				state <= next_state;
				counter <=0;
			end else begin
				counter <= counter + 1;
			end
		end
	end
	always @(*) begin
		case(state)
			S0: next_state = S1;
			S1: next_state = S2;
			S2: next_state = S3;
			S3: next_state = S0;
			default: next_state = S0;
		endcase
	end
	always @(*) begin
		case(state)
			S0: begin
				Alight = GREEN;
				Blight = RED;
			end
			S1: begin
				Alight = YELLOW;
				Blight = RED;
			end
			S2: begin
				Alight = RED;
				Blight = GREEN;
			end
			S3: begin
				Alight = RED;
				Blight = YELLOW;
			end
			default: begin
				Alight = GREEN;
				Blight = GREEN;
			end
		endcase
	end
endmodule
==> run.sh <==
#!/bin/bash
# OpenROAD 26Q1-2900-gdf79404cd8, Yosys 0.63+post, stock flow scripts
make -C /OpenROAD-flow-scripts/flow DESIGN_CONFIG=/design/flow/config.mk WORK_HOME=/design/flow/orfs finish
==> config.mk <==
export PLATFORM = sky130hd
export DESIGN_NAME = traffic_light
export DESIGN_NICKNAME = traffic_light
export VERILOG_FILES = /design/flow/design.v
export SDC_FILE = /design/flow/constraint.sdc
export NUM_CORES = 4
export LEC_CHECK = 1
export CORE_AREA = 10 10 70 70
export DIE_AREA = 0 0 80 80
==> constraint.sdc <==
current_design traffic_light

set clk_period 1.8
set clk_io_pct 0.2

create_clock -name clk0 -period $clk_period [get_ports {clk}]

set non_clock_inputs [all_inputs -no_clocks]
set_input_delay [expr $clk_period * $clk_io_pct] -clock clk0 $non_clock_inputs
set_output_delay [expr $clk_period * $clk_io_pct] -clock clk0 [all_outputs]
==> results.txt <==
flow finished, numbers: status=completed, Tcrit/Tclk final=0.917, worst path required time=1.44 ns, maximum VDD drop=0.521 mV, Critical Path Max Stage Delay=0.40 ns, Slowest-stage cell, CP=clkdlybuf4s50_1, Final Hold Fails=0, CP Buf/Inv Count=1, simple share=0.124, Post-CTS Hold Fix Bufs=0, Fmax=0.606 GHz, design area=472 µm², maximum clock insertion buffer count=2, GRT met1 Usage=0.0230, Die Height=80 µm, FP Core Util=0.0974, post-synthesis mux area share=0.135, ys async rst share=1.00, Area Growth Syn to Fin=41.7%, R2R depth=3, count of tool warnings=25, M2 GR Usage=0.0241, GP Congestion=0.658, area share, top type=0.526, CP delay by family, top=buffers and inverters, setup TNS=0 ns, largest net degree at the start of global routing=9, min cycle time layout=1.65 ns, Area after DPL=433 µm², Worst Hold Class=input pin to async pin, Avg Cell Area, Syn=13.3 µm², ys cells=25, Die Wd=80 µm, post-route ant nets=0, Slew @ Worst Pin=0.300 ns, number of buffers added on ports=5, number of enable flip-flop cells=0, post-synth area from yosys stat=333 µm², Post-Synth Adder-Cell Area=0.0376, Synth Instances=25, # IOs=6, cell type with the largest total area=dfrtp_1, Slew Viols, Final=0, post-layout util=0.138, Synth top cells by count=7 x dfrtp_1, 4 x mux2_2, 3 x inv_1, Core Region=3420 µm², Area contributors post-synth=dfrtp_1 53%, mux2_2 14%, dfstp_2 7.9%, initial antenna violation count=0, CP cell instances=or2_4 -> clkdlybuf4s50_1, Worst EP arrival=1.29 ns, H-Tree Depth=1, Unique masters post-synth=13, AO/OA Area Share=0.0150, Clk Tree Root Cell=clkbuf_4, Chip Area=6400 µm², Via density=2.58, share of layout cells above drive strength 1=0.333, GR Util All Layers=0.0193, remaining global-route overflow=0, Main synth FF type=dfrtp_1, clock-pin slew on the worst setup and hold paths=0.06 ns, Ys Warns=1, first-pass GRT wire length=952 µm, # clock sinks=8, Post-DP HPWL=445 µm, GR Util met3=0.0182, RSZ-0062 raised after global routing=false, Mapped Area=333 µm², Synth flops=8, r2r setup slk=0.39 ns, drt wl/cell=7.14 µm, final setup fails=0, xor+xnor area frac=0.0263, # DRC=0, MaxCap Viol Count=0, critical path capture point type=primary output, Main logic family=multiplexers, # rows=21, CTS tree=yes, Initial DRC Count=10, vias in the first global route=213, worst-path fanout max=3, launching point of the worst reg2reg path=counter[0]$_DFF_PP0_, slew margin rel.=0.800, Most Crowded Layer GR=met2, WS Path Type=register to primary output, n_diodes=0, latest clock arrival within the worst-skew pair=0.25 ns, final WL=564 µm, Pleak=0.201 nW, sequential area share after synthesis=0.605, number of detailed-route iterations in the first pass=2, Setup Skew=0.00178 ns, top-count cell post-synth=dfrtp_1, pwr/cell area=703 nW/µm², detailed-route via count=204, CP endpoint=Alight[1], CTS buffer count=3, Crit. path cell count=2, startpoint type of the worst setup path=register
## power breakdown
| group | total (W) | switching, W | internal, W |
|---|---|---|---|
| logic | 0.00000548 | 0.00000345 | 0.00000202 |
| registers | 0.000180 | 0 | 0.000180 |
| clock network | 0.000146 | 0.0000614 | 0.0000848 |
| total | 0.000332 | 0.0000649 | 0.000267 |
## worst min path at each step
stage	endpoint	slack, ns	depth (start not counted)
after CTS	counter[1]$_DFF_PP0_	0.35	2
final	counter[1]$_DFF_PP0_	0.35	2
after global routing	counter[1]$_DFF_PP0_	0.36	2
## per-layer routing
metal,up-vias,part of all wire
met5,-,0
met3,0,0.13
met4,0,0
met1,98,0.47
met2,8,0.40
li1,98,-
## worst register-to-register path, delay by kind of cell, from the launching register on
family / cells / cell delay [ns]
multiplexers: 1 / 0.38
flip-flops: 1 / 0.38
adder cells (fa/ha/maj): 1 / 0.22
AND/OR/NAND/NOR: 1 / 0.33
## cell type report
cell class,count,area (µm²)
fill,395,2940
sequential,8,201
multi-input combinational,12,115
timing repair buffer,6,60.1
tap,46,57.6
clock buffer,4,26.3
inverter,3,11.3
## cell families after synthesis
kind of cell               after synthesis
DFF                                      8
xor gates and xnor gates                 1
and+or+nand+nor                          5
adders and majority gates                1
buffers and inverters                    5
AOI/OAI and AO/OA                        1
muxes                                    4
## metrics by stage
step                instances  total power, W  hold slack (ns)  setup WS (ns)
detailed placement         74        0.000189            0.469          0.217
finish                     79        0.000332            0.347          0.149
floorplan                  25        0.000186            0.175          0.546
CTS                        78        0.000338            0.354         0.0108
global route               79        0.000359            0.365         0.0752
global placement           74        0.000189            0.462          0.230
## layout by cell type, fill, tap and decap left out, types with 3 or more instances in the layout
master           count
clkdlybuf4s50_1      4
dfrtp_1              7
mux2_2               4
clkbuf_4             3
inv_1                3
## timing repair
action                                  4_1_cts  5_1_grt
endpoints found under the hold margin         0        0
setup buffers                                 0        1
endpoints found under the setup margin        1        1
gates resized                                 1        1
pin swaps                                     0        1
Power figures rest on the tool's default switching activity, not on a simulated workload.
